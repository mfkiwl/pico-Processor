### flow/config.mk
export PLATFORM = sky130hd
export DESIGN_NAME = alushifter
export DESIGN_NICKNAME = alushifter
export VERILOG_FILES = /design/flow/design.v
export SDC_FILE = /design/flow/constraint.sdc
export NUM_CORES = 4
export LEC_CHECK = 1
export CORE_UTILIZATION = 40
### flow/constraint.sdc
current_design alushifter

set clk_period 4.6
set clk_io_pct 0.2

create_clock -name clk0 -period $clk_period

set non_clock_inputs [all_inputs -no_clocks]
set_input_delay [expr $clk_period * $clk_io_pct] -clock clk0 $non_clock_inputs
set_output_delay [expr $clk_period * $clk_io_pct] -clock clk0 [all_outputs]
### flow/design.v
`timescale 1ps/1ps
module alushifter (reset, a, b, alu_carry_out, alu_zero_out, alu_carry_in, alu_fn, alu_result);
parameter d_width = 8;
parameter opcode_width = 4;
input                      reset;
input 			 [d_width-1:0]      a;
input 			 [d_width-1:0]      b;
input           [opcode_width-1:0] alu_fn;
input                              alu_carry_in;
output                             alu_carry_out;
output                             alu_zero_out;
output 	  		  [d_width-1:0]     alu_result;
reg                                alu_zero_out;
reg                                alu_carry_out;
reg  	  signed    [d_width-1:0]    alu_result;
reg                                sc;
always@(alu_fn or a or b or alu_carry_in)
begin
	 if(reset != 1'b1)
	 begin
		alu_carry_out = 1'b0;
		alu_zero_out  = 1'b0;
		alu_result    = 1'b0;
	 end
	 else
	 begin
    case(alu_fn)
      4'b0000 : begin
					 {alu_carry_out, alu_result} = a + b;  
						if(alu_result == 0)
						begin
						alu_zero_out = 1'b1;
						end
						else
						begin
						alu_zero_out = 1'b0;
						end
					 end
      4'b0001 : begin
					 {alu_carry_out, alu_result} = (a + b) + alu_carry_in;  
						if(alu_result == 0)
						begin
						alu_zero_out = 1'b1;
						end
						else
						begin
						alu_zero_out = 1'b0;
						end
					 end
      4'b0010 : begin
					 {alu_carry_out, alu_result} = a - b;  
						if(alu_result == 0)
						begin
						alu_zero_out = 1'b1;
						end
						else
						begin
						alu_zero_out = 1'b0;
						end
					 end
      4'b0011 : begin
					 {alu_carry_out, alu_result} = (a - b) - alu_carry_in;  
						if(alu_result == 0)
						begin
						alu_zero_out = 1'b1;
						end
						else
						begin
						alu_zero_out = 1'b0;
						end
					 end
      4'b0100 : begin 
					 alu_result = a & b;
					 alu_carry_out = 1'b0;
						if(alu_result == 0)
						begin
						alu_zero_out = 1'b1;
						end
						else
						begin
						alu_zero_out = 1'b0;
						end
					 end
      4'b0101 : begin
					 alu_result = a | b;
					 alu_carry_out = 1'b0;
						if(alu_result == 0)
						begin
						alu_zero_out = 1'b1;
						end
						else
						begin
						alu_zero_out = 1'b0;
						end
					 end
      4'b0110 : begin
					 alu_result = a ^ b;
					 alu_carry_out = 1'b0;
						if(alu_result == 0)
						begin
						alu_zero_out = 1'b1;
						end
						else
						begin
						alu_zero_out = 1'b0;
						end
					 end
      4'b0111 : begin 
					 alu_result = ~(a & b);
					 alu_carry_out = 1'b0;
						if(alu_result == 0)
						begin
						alu_zero_out = 1'b1;
						end
						else
						begin
						alu_zero_out = 1'b0;
						end
					 end
      4'b1000 : begin 
					 {alu_carry_out,alu_result} = {a,a} << b[7:5]; 
						if(alu_result == 0)
						begin
						alu_zero_out = 1'b1;
						end
						else
						begin
						alu_zero_out = 1'b0;
						end
					 end
      4'b1001 : begin
					 {alu_carry_out,alu_result} = {a,a} >> b[7:5]; 
						if(alu_result == 0)
						begin
						alu_zero_out = 1'b1;
						end
						else
						begin
						alu_zero_out = 1'b0;
						end
					 end
      4'b1010 : begin
					 alu_result = ((a << b[7:5]) | (a >> (9-b[7:5]))); 
					 alu_carry_out = a << b[7:5];
					 	if(alu_result == 0)
						begin
						alu_zero_out = 1'b1;
						end
						else
						begin
						alu_zero_out = 1'b0;
						end
					 end
      4'b1011 : begin 
					 alu_result = ((a >> b[7:5]) | (a << (9-b[7:5]))); 
					 alu_carry_out = a >> b[7:5];
					 	if(alu_result == 0)
						begin
						alu_zero_out = 1'b1;
						end
						else
						begin
						alu_zero_out = 1'b0;
						end
					 end
      default : begin
					 alu_carry_out = 1'b0;
					 alu_zero_out  = 1'b0;
					 alu_result    = 8'b00000000;
                end
    endcase
    $display("ALU RESULT: %b, %b, %b",alu_result,a , b);
end
end
endmodule
### flow/run.sh
#!/bin/bash
# OpenROAD 26Q1-2900-gdf79404cd8, Yosys 0.63+post, stock flow scripts
make -C /OpenROAD-flow-scripts/flow DESIGN_CONFIG=/design/flow/config.mk WORK_HOME=/design/flow/orfs finish
==> summary.txt <==
The flow completed. The flow ran to the end, and the final reports show no timing, DRC or antenna violations. STA classifies the critical path endpoint as a primary output. Yosys cell count landed at 544. Maximum number of pins on one net before global-route repair landed at 29.

The stage logs contain a warning count of approximately 50. Between the synthesized netlist and the finished layout, the area growth was recorded as 56.1%. Count of buffers inserted at the top-level ports landed at 32. Die span in x landed at 99.8 µm.

Count of nets left with antenna violations after detail routing landed at 0. The floorplan step set the die height to 99.8 µm. Timing analysis after detailed placement gives a worst setup slack of -762 ps. After detailed routing, the number of remaining DRC violations is 0.

Post-synthesis mux area share landed at 13.7%. Sequential cell area in the final layout landed at 0 µm². The biggest area contributor in the post-synthesis netlist is ha_1. Xor and xnor area share after synthesis landed at 4.12%. The first global-routing pass estimated 26.5 mm of wire. Summing internal, switching and leakage power gives ~0.83 mW. For hold timing, the worst endpoint is alu_carry_out. Actual slew at the worst max-slew pin landed at between 400 and 500 ps. The leakage component of the power was reported as 2.57 nW. In the hold timing report, the worst path depth is 4. The critical path is of the input pin to primary output type. For this run, the number of Yosys warnings is 1. Final wirelength landed at 16.9 mm. For this run, the chip area from Yosys synthesis comes to 0.00382 mm². Initial detailed-routing violation count landed at 423. By area the synthesized netlist is led by ha_1 (9.8%), mux2i_1 (7.6%), nand2_1 (4.8%), o21ai_0 (4.7%), nor2_1 (3.4%). Remaining global-route overflow landed at 0. Top fanout value on the critical path landed at 3.

Setup repair after global routing could not meet its margin everywhere. In this run the cell area of the synthesized design comes to about 0.0038 mm². For this run, the detailed router reports a per-instance via density of 6.13. The run reported a max-capacitance violation count of 0. The worst setup path is launched from an input pin. For reference, the top cells by count after synthesis are nand2_1 (49), o21ai_0 (36), nor2_1 (35), ha_1 (30), mux2i_1 (29). Per the OpenROAD floorplan log, the area of the die is 0.00996 mm². Counting the clock-network buffers in the layout gives 0. The synthesized netlist contains 84 unique library cells. Via count of the first global-routing pass landed at between 4k and 5k. Core area landed at 0.00924 mm². Final sequential cell count landed at 0. Post-synthesis share of cell area spent on full adders, half adders and majority gates landed at 10.9%.

Maximum ir drop on the vdd rail landed at 88.3 µV. Power per cell area landed at ~140 mW/mm². The floorplan step records an initial core utilization of 41.4%. At the worst endpoint, the required time is 3680 ps. For this run the top cell type by instance count after synthesis was nand2_1. Per the final timing report, the hold violations number 0. According to the hold report, the worst path is of the input pin to primary output type. The worst-case max-slew headroom was logged as 69.5%.

Grouping non-sequential cells by family puts the most area in AND-OR/OR-AND gates. The worst path needs 4570 ps of the cycle, external delays included. Global routing usage summed across all routing layers landed at between 30% and 40%. For this design the top-level I/O count stands at 32.

Per the finish-stage timing summary, setup violations number 0. Cell count after synthesis landed at around 540. Routability-driven placement finished with a final weighted congestion of 0.996.

The script logs the mean routed wire length per placed instance as just under 20 µm. For the worst setup path, the data arrival time is around 3700 ps. Length of the first detailed-routing pass in iterations landed at 5. Total antenna diodes in the routed design landed at 0. In this run the most critical hold path is launched from alu_fn[2]. Average instance area after synthesis landed at 7.03 µm². Sequential fraction of the synthesis area landed at 0%. Number of standard-cell rows in the floorplan landed at 35. Share of the clock period used by the worst path landed at 99.3%.

Initial antenna violation count landed at 0. Placed wire-length estimate after detailed placement landed at 13.2 mm. Per the final layout report, the fraction of cells sized above drive strength 1 comes to 41.9%. Number of fill cells in the layout landed at 787.

The cell-mix breakdown from Yosys lists the simple-gate area share as between 20 and 30%. Maximum clock frequency landed at 219 MHz. Max-slew violation count landed at 0. Final critical-path setup slack landed at a little over 30 ps. Total via count after detailed routing landed at 5,208. Compound-gate portion of the synthesized area landed at around a third. Area share of the largest cell type after synthesis landed at between 9 and 10%.
## kinds of logic (layout without fill, tap and decap cells)
| kind of cell | count (synthesis) | after routing |
|---|---|---|
| buf+inv | 72 | 249 |
| simple gates | 206 | 206 |
| xor+xnor | 15 | 15 |
| compound gates | 175 | 175 |
| mux | 44 | 44 |
| fa+ha+maj | 32 | 32 |
## layout by cell type (no fill, tap or decap), drive strengths merged, types with 5 or more instances in the layout
| cell | count |
|---|---|
| buf | 191 |
| clkdlybuf4s50 | 15 |
| a22oi | 9 |
| o31ai | 8 |
| a31oi | 13 |
| ha | 30 |
| o22ai | 9 |
| mux2i | 29 |
| nand2b | 13 |
| nor2 | 35 |
| nand4 | 12 |
| o211ai | 9 |
| or2 | 7 |
| xnor2 | 10 |
| a221oi | 10 |
| nand2 | 50 |
| a211oi | 16 |
| nor4 | 9 |
| o21ai | 36 |
| nor2b | 9 |
| and3 | 8 |
| a21oi | 21 |
| dlygate4sd2 | 8 |
| nand3 | 15 |
| a211o | 6 |
| mux2 | 10 |
| xor2 | 5 |
| mux4 | 5 |
| inv | 28 |
| nor3 | 18 |
## final cells by class
type                            count  area (µm²)  share of cell area, %
Multi-Input combinational cell    472        3930                   65.8
Timing Repair Buffer              221        1780                   29.8
Tap cell                          129         161                   2.70
Inverter                           28         105                   1.76
## layer usage
metal	share of wire [%]	GRT usage [%]	vias up
li1	-	-	2459
met1	45	51.7	2449
met2	43	53.7	281
met3	11	9.07	19
met4	1.2	2.49	0
met5	0	0	-
## through the flow
step	utilization [%]	std cells	hold WS, ps	TNS (ps)	cell area (µm²)
floorplan	-	544	2050	0	3820
global placement	58.0	834	3010	-4020	5360
detailed placement	58.0	834	3020	-4500	5360
CTS	62.7	848	2850	0	5800
global route	64.6	850	2730	-137	5970
finish	64.6	850	2700	0	5970
## power by group
| group | leakage [nW] | internal, mW | switching (mW) |
|---|---|---|---|
| combinational | 2.57 | 0.410 | 0.422 |
| sequential | 0 | 0 | 0 |
| clock | 0 | 0 | 0 |
## worst max-delay path, stage by stage
cell	delay, ps
buf_4	110
inv_2	50
ha_4	160
fa_2	340
or3_4	420
a31oi_4	200
o311ai_4	140
buf_4	160
buf_4	140
nor2_1	160
a211oi_2	60
buf_4	140
a31oi_1	170
clkdlybuf4s50_1	490
## worst max-delay path by stage
stage,to,slack (ps),start,cells after the start
4_1_cts,alu_result[6],9,a[1],12
5_1_grt,alu_result[6],-90,a[1],12
6_report,alu_result[6],30,a[0],14
## repair_timing
| item | 4_1_cts | 5_1_grt |
|---|---|---|
| gates resized | 94 | 47 |
| pin swaps | 32 | 20 |
| endpoints found under the setup margin | 10 | 10 |
| hold buffers | 0 | 0 |
| buffers inserted | 13 | 2 |
| gates cloned | 1 | 0 |
| hold endpoints to repair | 0 | 0 |
Power is estimated from default activity; no workload was simulated.
