==> design/flow/design.v <==
`timescale 1ps/1ps
module dmem(clk, reset, dmem_alu_result, dmem_in, dmem_out, dmem_write_en);
parameter d_width = 8;
parameter dmem_width = 256;
input                   clk;
input                   reset;
input                   dmem_write_en;
input  [d_width-1:0]    dmem_alu_result;
input  [d_width-1:0]    dmem_in;
output [d_width-1:0]    dmem_out;
wire    [d_width-1:0]    dmem_out;
reg    [d_width-1:0]    dmem_table   [dmem_width-1:0];
assign dmem_out = dmem_table[dmem_alu_result];
always@(posedge clk or negedge reset)
begin
	if(!reset)
	begin
	 dmem_table[0] = 0;
	 dmem_table[1] = 0;
	 dmem_table[2] = 0;
	 dmem_table[3] = 0;
	 dmem_table[4] = 0;
	 dmem_table[5] = 0;
	 dmem_table[6] = 0;
	 dmem_table[7] = 0;
	 dmem_table[8] = 0;
	 dmem_table[9] = 0;
	 dmem_table[10] = 0;
	 dmem_table[11] = 0;
	 dmem_table[12] = 0;
	 dmem_table[13] = 0;
	 dmem_table[14] = 0;
	 dmem_table[15] = 0;
	 dmem_table[16] = 0;
	 dmem_table[17] = 0;
	 dmem_table[18] = 0;
	 dmem_table[19] = 0;
	 dmem_table[20] = 0;
	 dmem_table[21] = 0;
	 dmem_table[22] = 0;
	 dmem_table[23] = 0;
	 dmem_table[24] = 0;
	 dmem_table[25] = 0;
	 dmem_table[26] = 0;
	 dmem_table[27] = 0;
	 dmem_table[28] = 0;
	 dmem_table[29] = 0;
	 dmem_table[30] = 0;
	 dmem_table[31] = 0;
	 dmem_table[32] = 0;
	 dmem_table[33] = 0;
	 dmem_table[34] = 0;
	 dmem_table[35] = 0;
	 dmem_table[36] = 0;
	 dmem_table[37] = 0;
	 dmem_table[38] = 0;
	 dmem_table[39] = 0;
	 dmem_table[40] = 0;
	 dmem_table[41] = 0;
	 dmem_table[42] = 0;
	 dmem_table[43] = 0;
	 dmem_table[44] = 0;
	 dmem_table[45] = 0;
	 dmem_table[46] = 0;
	 dmem_table[47] = 0;
	 dmem_table[48] = 0;
	 dmem_table[49] = 0;
	 dmem_table[50] = 0;
	 dmem_table[51] = 0;
	 dmem_table[52] = 0;
	 dmem_table[53] = 0;
	 dmem_table[54] = 0;
	 dmem_table[55] = 0;
	 dmem_table[56] = 0;
	 dmem_table[57] = 0;
	 dmem_table[58] = 0;
	 dmem_table[59] = 0;
	 dmem_table[60] = 0;
	 dmem_table[61] = 0;
	 dmem_table[62] = 0;
	 dmem_table[63] = 0;
	 dmem_table[64] = 0;
	 dmem_table[65] = 0;
	 dmem_table[66] = 0;
	 dmem_table[67] = 0;
	 dmem_table[68] = 0;
	 dmem_table[69] = 0;
	 dmem_table[70] = 0;
	 dmem_table[71] = 0;
	 dmem_table[72] = 0;
	 dmem_table[73] = 0;
	 dmem_table[74] = 0;
	 dmem_table[75] = 0;
	 dmem_table[76] = 0;
	 dmem_table[77] = 0;
	 dmem_table[78] = 0;
	 dmem_table[79] = 0;	
	 dmem_table[80] = 0;
	 dmem_table[81] = 0;
	 dmem_table[82] = 0;
	 dmem_table[83] = 0;
	 dmem_table[84] = 0;
	 dmem_table[85] = 0;
	 dmem_table[86] = 0;
	 dmem_table[87] = 0;
	 dmem_table[88] = 0;
	 dmem_table[89] = 0;	
	 dmem_table[90] = 0;
	 dmem_table[91] = 0;
	 dmem_table[92] = 0;
	 dmem_table[93] = 0;
	 dmem_table[94] = 0;
	 dmem_table[95] = 0;
	 dmem_table[96] = 0;
	 dmem_table[97] = 0;
	 dmem_table[98] = 0;
	 dmem_table[99] = 0;
	 dmem_table[100] = 0;
	 dmem_table[101] = 0;
	 dmem_table[102] = 0;
	 dmem_table[103] = 0;
	 dmem_table[104] = 0;
	 dmem_table[105] = 0;
	 dmem_table[106] = 0;
	 dmem_table[107] = 0;
	 dmem_table[108] = 0;
	 dmem_table[109] = 0;
	 dmem_table[110] = 0;
	 dmem_table[111] = 0;
	 dmem_table[112] = 0;
	 dmem_table[113] = 0;
	 dmem_table[114] = 0;
	 dmem_table[115] = 0;
	 dmem_table[116] = 0;
	 dmem_table[117] = 0;
	 dmem_table[118] = 0;
	 dmem_table[119] = 0;
	 dmem_table[120] = 0;
	 dmem_table[121] = 0;
	 dmem_table[122] = 0;
	 dmem_table[123] = 0;
	 dmem_table[124] = 0;
	 dmem_table[125] = 0;
	 dmem_table[126] = 0;
	 dmem_table[127] = 0;
	 dmem_table[128] = 0;
	 dmem_table[129] = 0;
	 dmem_table[130] = 0;
	 dmem_table[131] = 0;
	 dmem_table[132] = 0;
	 dmem_table[133] = 0;
	 dmem_table[134] = 0;
	 dmem_table[135] = 0;
	 dmem_table[136] = 0;
	 dmem_table[137] = 0;
	 dmem_table[138] = 0;
	 dmem_table[139] = 0;
	 dmem_table[140] = 0;
	 dmem_table[141] = 0;
	 dmem_table[142] = 0;
	 dmem_table[143] = 0;
	 dmem_table[144] = 0;
	 dmem_table[145] = 0;
	 dmem_table[146] = 0;
	 dmem_table[147] = 0;
	 dmem_table[148] = 0;
	 dmem_table[149] = 0;
	 dmem_table[150] = 0;
	 dmem_table[151] = 0;
	 dmem_table[152] = 0;
	 dmem_table[153] = 0;
	 dmem_table[154] = 0;
	 dmem_table[155] = 0;
	 dmem_table[156] = 0;
	 dmem_table[157] = 0;
	 dmem_table[158] = 0;
	 dmem_table[159] = 0;
	 dmem_table[160] = 0;
	 dmem_table[161] = 0;
	 dmem_table[162] = 0;
	 dmem_table[163] = 0;
	 dmem_table[164] = 0;
	 dmem_table[165] = 0;
	 dmem_table[166] = 0;
	 dmem_table[167] = 0;
	 dmem_table[168] = 0;
	 dmem_table[169] = 0;
	 dmem_table[170] = 0;
	 dmem_table[171] = 0;
	 dmem_table[172] = 0;
	 dmem_table[173] = 0;
	 dmem_table[174] = 0;
	 dmem_table[175] = 0;
	 dmem_table[176] = 0;
	 dmem_table[177] = 0;
	 dmem_table[178] = 0;
	 dmem_table[179] = 0;
	 dmem_table[180] = 0;
	 dmem_table[181] = 0;
	 dmem_table[182] = 0;
	 dmem_table[183] = 0;
	 dmem_table[184] = 0;
	 dmem_table[185] = 0;
	 dmem_table[186] = 0;
	 dmem_table[187] = 0;
	 dmem_table[188] = 0;
	 dmem_table[189] = 0;
	 dmem_table[190] = 0;
	 dmem_table[191] = 0;
	 dmem_table[192] = 0;
	 dmem_table[193] = 0;
	 dmem_table[194] = 0;
	 dmem_table[195] = 0;
	 dmem_table[196] = 0;
	 dmem_table[197] = 0;
	 dmem_table[198] = 0;
	 dmem_table[199] = 0;
	 dmem_table[200] = 0;
	 dmem_table[201] = 0;
	 dmem_table[202] = 0;
	 dmem_table[203] = 0;
	 dmem_table[204] = 0;
	 dmem_table[205] = 0;
	 dmem_table[206] = 0;
	 dmem_table[207] = 0;
	 dmem_table[208] = 0;
	 dmem_table[209] = 0;
	 dmem_table[210] = 0;
	 dmem_table[211] = 0;
	 dmem_table[212] = 0;
	 dmem_table[213] = 0;
	 dmem_table[214] = 0;
	 dmem_table[215] = 0;
	 dmem_table[216] = 0;
	 dmem_table[217] = 0;
	 dmem_table[218] = 0;
	 dmem_table[219] = 0;
	 dmem_table[220] = 0;
	 dmem_table[221] = 0;
	 dmem_table[222] = 0;
	 dmem_table[223] = 0;
	 dmem_table[224] = 0;
	 dmem_table[225] = 0;
	 dmem_table[226] = 0;
	 dmem_table[227] = 0;
	 dmem_table[228] = 0;
	 dmem_table[229] = 0;
	 dmem_table[230] = 0;
	 dmem_table[231] = 0;
	 dmem_table[232] = 0;
	 dmem_table[233] = 0;
	 dmem_table[234] = 0;
	 dmem_table[235] = 0;
	 dmem_table[236] = 0;
	 dmem_table[237] = 0;
	 dmem_table[238] = 0;
	 dmem_table[239] = 0;
	 dmem_table[240] = 0;
	 dmem_table[241] = 0;
	 dmem_table[242] = 0;
	 dmem_table[243] = 0;
	 dmem_table[244] = 0;
	 dmem_table[245] = 0;
	 dmem_table[246] = 0;
	 dmem_table[247] = 0;
	 dmem_table[248] = 0;
	 dmem_table[249] = 0;
	 dmem_table[250] = 0;
	 dmem_table[251] = 0;
	 dmem_table[252] = 0;
	 dmem_table[253] = 0;
	 dmem_table[254] = 0;
	 dmem_table[255] = 0;
	end
   else if(dmem_write_en == 1)
   begin
   dmem_table[dmem_alu_result] <= dmem_in;  
   end
end
endmodule
==> design/flow/run.sh <==
#!/bin/bash
# OpenROAD 26Q1-2900-gdf79404cd8, Yosys 0.63+post, stock flow scripts
make -C /OpenROAD-flow-scripts/flow DESIGN_CONFIG=/design/flow/config.mk WORK_HOME=/design/flow/orfs finish
==> design/flow/config.mk <==
export PLATFORM = sky130hd
export DESIGN_NAME = dmem
export DESIGN_NICKNAME = dmem
export VERILOG_FILES = /design/flow/design.v
export SDC_FILE = /design/flow/constraint.sdc
export NUM_CORES = 4
export LEC_CHECK = 1
export CORE_UTILIZATION = 30
==> design/flow/constraint.sdc <==
current_design dmem

set clk_period 6.0
set clk_io_pct 0.2

create_clock -name clk0 -period $clk_period [get_ports {clk}]

set non_clock_inputs [all_inputs -no_clocks]
set_input_delay [expr $clk_period * $clk_io_pct] -clock clk0 $non_clock_inputs
set_output_delay [expr $clk_period * $clk_io_pct] -clock clk0 [all_outputs]
==> results.toml <==
# flow metrics
[drt]
drtPass1Iterations = 8
drt-total-wl_um = 767000
antenna_violating_nets_post_route = 0
initialDrtViolationCount = 8289
detail_route.wl_per_cell_um = 59.6
post-route-drc-count = 0
num_vias = 81400
drt-vias-per-instance = 6.33

[logic_synthesis]
ys_seq_elements = 2048
async_reset_ff_share_pct = 100
yosysWarnings = 2
yosys.area_share.adder_pct = 0
post_synth_mux_area_share_pct = 25.1
yosysChipArea_um2 = 92100
synth_area_per_cell_um2 = 13.2
synth-main-ff-cell = "dfrtp_1"
synth.cellmix.xorXnorShare_pct = 0.0285
netlist_instances = 6977
syn-cell-area_um2 = 92100
simple_gate_share_of_the_synthesized_area_pct = 6.70
synth_stat.cells = 6977
yosys.cell_types.count = 82
synth-compound-area-share_pct = 9.48
enable_flop_cells = 0
ys_top_logic_family = "multiplexers"
seq_area_frac_synth_pct = 55.6

[die]
floorplan.core_util_pct = 30.2
die_area_um2 = 309000
chipHeight_um = 556
die_w_um = 556
num_io_pins = 27
fp.coreArea_um2 = 306000
core.rowCount = 203

[final_timing]
timing.final.ws_setup_ns = -0.161
finalMaxSlewViolations = 0
fmax_mhz = 162
final.min_clock_period_ns = 6.16
number_of_failing_hold_endpoints_at_the_final_stage = 0
setup_tns_ns = -0.602
timing.slew.headroom_pct = 15.0
min_period_over_period_pct = 103
finalClockSkew_ns = 0
setup_viol = 6
worstMarginPinSlew_ns = 1.27

[global_route]
grt_first_pass_wirelength_um = 955000
grt_max_degree = 118
global_route.overflow_total = 0
grt_pass1_vias = 78700
grt.total_usage_pct = 51.5
grt_antenna_before_repair = 132

[clock_tree]
holdBufCountCts = 0
ctsLongestPathBuffers = 4
cts.clk_slew.worst_paths_ns = 0.06
worst_skew_late_latency_ns = 0.93
numCtsBuffers = 262
root_buffer = "clkbuf_16"
cts_tree = "yes"
cts_sink_count = 2048
h-tree-depth = 5

[setup_path]
worstPathMaxFanout = 6
worst_setup_path_end_kind = "output pin"
path_class = "primary input to output pin"
timing.critical_path.arrival_ns = 4.96
startpoint_type = "primary input"
critical_path_required_ns = 4.80

[power]
pwr-share-comb_pct = 8.3
vdd.ir_drop.worst_v = 0.000185
leakage_nw = 58.5
power.switching_mw = 9.24
p_clk_share_pct = 48.0
power-per-cell-area_nw_per_um2 = 279
power.share.switching_pct = 27.0
power_frac_seq_pct = 43.8
cell_internal_pwr_mw = 25.0

[layout]
max_flop_register = "dmem_table"
most_common_cell_after_layout_fill_and_taps_aside = "dfrtp_1"
area_growth_syn_to_layout_pct = 33.3
registers_with_the_most_flip_flops = "dmem_table x2048"
finalCoreUtilization_pct = 40.2
area.combinational_um2 = 40000
share_of_post_route_cells_with_drive_strength_above_1_pct = 53.1
lay_top_cells = "dfrtp_1, mux2_2, buf_4"
nFillCells = 28400
sequential_cell_area_um2 = 51200
largest_register_ff_count = 2048

[place]
gpl.final_weighted_congestion = 1.14
dpl.hpwl_um = 576000
placement.io_buffers = 26
dp_slack_ns = -1.78

[min_path]
hp-class = "primary input to async pin"

[status]
failed_checks = "setup timing"
status = "finished with violations"

[run]
stage_log_warnings = 58
max_capacitance_violation_count = 0
-- metrics by stage --
stage	hold slack [ns]	total power [mW]	std cells	cell area, um^2
finish	0.145	34.2	12900	123000
global route	0.172	34.9	12800	123000
CTS	0.169	34.2	12700	122000
detailed placement	0.481	17.9	12200	112000
global placement	0.474	17.8	12200	111000
floorplan	0.463	16.0	6977	92100
-- cell families (layout without fill, tap and decap cells) --
| kind of cell | after synthesis | count (layout) |
|---|---|---|
| xor+xnor | 3 | 3 |
| mux | 2051 | 2051 |
| other cells | 0 | 118 |
| compound gates | 1125 | 1125 |
| flops | 2048 | 2048 |
| buf+inv | 613 | 2276 |
| simple gates | 1137 | 1137 |
-- critical path, stage by stage --
cell and delay (ns):
buf_8 0.13, buf_12 0.15, buf_4 0.16, nand4b_1 0.25, buf_4 0.30, nor2_1 0.10
buf_12 0.16, a22oi_1 0.50, nand4_1 0.44, nor4_2 0.48, buf_12 0.15, and4_1 0.26
buf_4 0.18, a41oi_4 0.25, buf_2 0.20
-- power by group through the flow --
stage	sequential [mW]	clock, mW	combinational (mW)
4_1_cts	15.0	16.5	2.78
5_1_grt	15.0	17.0	2.87
6_report	15.0	16.4	2.84
-- metal layers --
| layer | track usage, % | routed length, um |
|---|---|---|
| met1 | 61.6 | 277000 |
| met2 | 65.5 | 299000 |
| met3 | 34.3 | 121000 |
| met4 | 37.5 | 68900 |
| met5 | 1.44 | 600 |
-- Yosys cell counts (63+ instances only) --
cell / n / area (um^2)
a22o_1: 72 / 631
a22oi_1: 439 / 3300
a32oi_1: 191 / 1670
and3_1: 63 / 394
buf_2: 152 / 761
clkbuf_1: 348 / 1310
dfrtp_1: 2048 / 51200
mux2_2: 2031 / 22900
nand2_1: 226 / 848
nand3_1: 338 / 1690
nand4_1: 113 / 707
nor2_1: 153 / 574
o22ai_1: 165 / 1030
-- repair_timing --
action / 4_1_cts / 5_1_grt
cloned: 6 / 1
resized: 326 / 27
pin swaps: 77 / 32
setup endpoints to repair: 8 / 8
setup buffers: 62 / 4
-- worst paths after layout --
path | from | to | slack, ns | depth (start not counted)
worst max-delay path | dmem_alu_result[0] | dmem_out[6] | -0.16 | 15
worst min-delay path | reset | dmem_table[237][6] | 0.15 | 1
worst max register to register | dmem_table[132][7] | dmem_table[132][7] | 4.67 | 1
worst min register to register | dmem_table[203][4] | dmem_table[203][4] | 0.50 | 1
max in group asynchronous | reset | dmem_table[227][5] | 3.59 | 3
min in group clk0 | dmem_table[203][4] | dmem_table[203][4] | 0.50 | 1
-- cell type report --
type / instances / area share, %
repair buffers: 1809 / 14.2
diodes: 118 / 0.240
multi-input cells: 4316 / 32.6
well taps: 4100 / 4.18
clock inverters: 62 / 0.634
inverters: 5 / 0.0153
flip-flops and latches: 2048 / 41.7
clock buffers: 400 / 6.40
Power is estimated from default activity; no workload was simulated.
