**design/flow/config.mk**
```make
export PLATFORM = sky130hd
export DESIGN_NAME = gpr
export DESIGN_NICKNAME = gpr
export VERILOG_FILES = /design/flow/design.v
export SDC_FILE = /design/flow/constraint.sdc
export NUM_CORES = 4
export LEC_CHECK = 1
export CORE_UTILIZATION = 30
```
**design/flow/constraint.sdc**
```tcl
current_design gpr

set clk_period 2.1
set clk_io_pct 0.2

create_clock -name clk0 -period $clk_period [get_ports {clk}]

set non_clock_inputs [all_inputs -no_clocks]
set_input_delay [expr $clk_period * $clk_io_pct] -clock clk0 $non_clock_inputs
set_output_delay [expr $clk_period * $clk_io_pct] -clock clk0 [all_outputs]
```
**design/flow/design.v**
```verilog
`timescale 1ps/1ps
module gpr (clk, reset, gpr_address_r1, gpr_address_r2, gpr_address_rd, gpr1, 
             gpr2, gpr_write_back, gpr_write_enable);
parameter d_width  = 8;
parameter d_addr_width = 3;
parameter reg_deep = 8;
parameter op_width = 5;
input                  clk;
input						           reset;
input                  gpr_write_enable;
input   [d_addr_width-1:0]  gpr_address_r1;
input   [d_addr_width-1:0]  gpr_address_r2;
input   [d_addr_width-1:0]  gpr_address_rd;
input   [d_width-1:0]  gpr_write_back;
output  [d_width-1:0]  gpr1;
output  [d_width-1:0]  gpr2;
reg     [d_width-1:0]  register_table[reg_deep-1:0];
wire 	  [d_width-1:0]  gpr1;
wire	  [d_width-1:0]  gpr2;
always@(posedge clk or negedge reset)
begin
    if(reset != 1)
  begin
    register_table[0] = 0;
    register_table[1] = 0;
    register_table[2] = 0;
    register_table[3] = 0;
    register_table[4] = 0;
    register_table[5] = 0;
    register_table[6] = 0;
    register_table[7] = 0;
  end
  else if(gpr_write_enable == 1) 
  begin
    if(gpr_address_rd !=0)
    begin
		register_table[gpr_address_rd] <= gpr_write_back;
    end
  end
end
assign gpr1 = register_table[gpr_address_r1];
assign gpr2 = register_table[gpr_address_r2];
endmodule
```
**design/flow/run.sh**
```bash
#!/bin/bash
# OpenROAD 26Q1-2900-gdf79404cd8, Yosys 0.63+post, stock flow scripts
make -C /OpenROAD-flow-scripts/flow DESIGN_CONFIG=/design/flow/config.mk WORK_HOME=/design/flow/orfs finish
```
==> impl_metrics.csv <==
group,metric,value,unit
run_status,status,"complete, no violations",
pwr,power_leakage,0.00223,µW
synthesis,synth_area_per_cell,13.4,µm²
synthesis,edf_count,0,
finish,fillers,953,
finish,area_growth,44.5,%
clock_tree,cts_hold_buffers,0,
timing,finalHoldViolCount,0,
timing,setup_viol,0,
synthesis,synthArstFlopShare,1.00,
finish,regMostFlops,"register_table",
setup_path,timing.critical_path.to_type,"output pin",
synthesis,flop_cell,"dfrtp_1",
synthesis,synthCells,259,
route,antenna_left,0,
setup_path,worst-path-buf-inv,4,
grt,grt_pass1_wl,14900,µm
setup_path,crit_top_cell,"buf_6",
route,wirelength,9260,µm
floorplanning,row_count,38,
finish,drive_above_1_share,0.586,
synthesis,yosysTopAreaCell,"dfrtp_1",
timing,max_clock_freq,0.486,GHz
setup_path,path_delay_family,"buffers and inverters",
timing,clock_skew,0,ps
timing,rsz0062_at_grt,"no",
grt,antenna_found_initial,0,
finish,final_util,0.454,
setup_path,worstPathArrival,1640,ps
setup_path,cp.required,1680,ps
synthesis,synth_area,3480,µm²
clock_tree,htreeDepth,3,
route,via_per_inst,5.13,
synthesis,yosys_area,3480,µm²
timing,worst_pin_slew,360,ps
setup_path,startpoint,"gpr_address_r1[2]",
timing,layout_min_cycle_time,2060,ps
clock_tree,clockRootBuffer,"clkbuf_16",
setup_path,cp_max_fo,5,
clock_tree,clock_path_buffers,2,
placed_design,pre_cts_ws,-669,ps
setup_path,max_stage_delay,390,ps
grt,grt_max_degree,65,
timing,finalMaxSlewViolations,0,
route,wl_per_cell,18.3,µm
timing,timing.final.crit_share,0.979,
run,tool_warnings,25,
grt,gr-usage-all-layers,0.173,
synthesis,yosysWarnings,2,
route,drc,0,
route,vias,2589,
timing,relSlewSlack,0.760,
placed_design,io_buffers,35,
min_path,hold_path.class,"in2async",
placed_design,gp_congestion,0.835,
floorplanning,chipArea,12000,µm²
clock_tree,clock-sinks,64,
floorplanning,num_io_pins,36,
floorplanning,die_x,110,µm
pwr,p_per_area,859,nW/µm²
synthesis,synth.area.top_cells,"dfrtp_1, mux2_2, mux4_1",
finish,largest_register_ffs,64,
clock_tree,clock_latency,320,ps
synthesis,most_common_cell,"dfrtp_1",
clock_tree,clk_pin_slew,50,ps
clock_tree,numCtsBuffers,9,
setup_path,crit_chain,"buf_2, buf_6, or3_4, buf_6, o22a_1, dlygate4sd2_1",
floorplanning,die_y,110,µm
floorplanning,core-area,11100,µm²
route,antenna_cells,0,
placed_design,dp_hpwl,5510,µm
clock_tree,cts_tree,"built",
setup_path,cp-start-kind,"input pin",
route,dr.pass1.iters,4,
synthesis,ys_seq_share,0.460,
synthesis,numSynthFlops,64,
finish,top_regs,"register_table (64)",
route,drt-initial-drc-count,129,
grt,grt_pass1_vias,2729,
synthesis,ys_cells,259,
setup_path,crit_path_top_delay_cell,"or3_4",
setup_path,critPathKind,"in2out",
synthesis,common_cells,"dfrtp_1, mux2_2, clkbuf_1",
timing,setup_ws,44.3,ps
synthesis,synthDistinctLibCells,32,
pwr,peakVddDrop,0.000473,V
setup_path,r2r_start,"register_table[6][2]$_DFFE_PN0P_",
grt,gr-total-overflow,0,
run,maxCapViolCount,0,
floorplanning,initial_utilization,0.314,
synthesis,netlist.area_leader.share,0.460,
-- worst register-to-register path: cells and delay by family (launching register included) --
kind,cells,cell delay (ps)
flip-flops,1,390
multiplexers,1,250
buffers and inverters,2,240
-- metrics by stage --
step,hold slack [ps],TNS (ps),area [µm²],total power (µW),std cells
floorplan,124,0,3480,2170,259
global placement,388,-9860,4180,2540,439
detailed placement,389,-9890,4180,2560,439
CTS,123,0,4970,4310,499
global route,130,0,5030,4530,505
finish,89.8,0,5030,4320,505
-- cells by family (layout without fill, tap and decap cells) --
| kind of cell | Yosys count | after routing | synth area share |
|---|---|---|---|
| flip-flops | 64 | 64 | 0.460 |
| AND/OR/NAND/NOR | 33 | 33 | 0.0546 |
| AND-OR/OR-AND | 40 | 40 | 0.0834 |
| multiplexers | 86 | 86 | 0.346 |
| buffers and inverters | 36 | 142 | 0.0561 |
-- what timing repair did --
action                                  4_1_cts  5_1_grt
endpoints found under the setup margin       16       11
pin swaps                                    19        6
setup buffers                                42        6
hold endpoints to repair                      0        0
gates cloned                                  3        0
resized                                     100       11
-- layout make-up --
| type | instances | area [µm²] | area share |
|---|---|---|---|
| Clock buffer | 12 | 267 | 0.0530 |
| Clock inverter | 3 | 40.0 | 0.00796 |
| Inverter | 7 | 26.3 | 0.00522 |
| Multi-Input combinational cell | 159 | 1800 | 0.357 |
| Sequential cell | 64 | 1600 | 0.318 |
| Tap cell | 140 | 175 | 0.0348 |
| Timing Repair Buffer | 120 | 1120 | 0.224 |
-- cell usage in the layout, fill, tap and decap left out, types with 8 or more instances in the layout --
cell type	Yosys	final
nor2b_1	11	10
buf_6	2	14
nand2_1	10	9
buf_2	9	10
dfrtp_1	64	64
mux4_2	8	17
mux2_4	5	8
buf_4	2	63
clkdlybuf4s50_1	0	12
clkbuf_16	0	9
mux2_2	57	54
-- report_power, final --
group,internal (µW),total (µW),leakage (µW),switching [µW]
clock network,1000,1510,0.000154,502
registers,1470,1620,0.000785,143
logic,784,1200,0.00129,414
-- per-layer routing --
| layer | GRT usage | up-vias | routed length (µm) |
|---|---|---|---|
| met2 | 0.269 | 95 | 4340 |
| met3 | 0.0647 | 7 | 797 |
| met1 | 0.247 | 1305 | 4020 |
| met5 | 0 | - | 0 |
| li1 | - | 1182 | - |
| met4 | 0.0200 | 0 | 112 |
-- path summary, 6_finish.rpt --
check	cells after the start	to	slack, ps
min in group clk0	0	register_table[0][2]$_DFFE_PN0P_	410
worst min register to register	0	register_table[0][2]$_DFFE_PN0P_	410
worst min-delay path	2	register_table[6][5]$_DFFE_PN0P_	90
worst max-delay path	6	gpr1[7]	40
max in group asynchronous	2	register_table[0][0]$_DFFE_PN0P_	1690
worst max register to register	3	register_table[6][2]$_DFFE_PN0P_	1100
Power is estimated from default activity; no workload was simulated.
